**design.v**
```verilog
`timescale 1ns/1ps
module Data_Memory (
    input  logic        clk,
    input  logic        mem_write,
    input  logic        mem_read,
    input  logic [31:0] address_ram,
    input  logic        HSEL2,
    input  logic [31:0] write_data,   
    input  logic        reset,
    output logic [31:0] read_data     
);
    logic [7:0] mem_ram [0:1023];  
    initial begin
    mem_ram[0]  = 8'h44;  
    mem_ram[1]  = 8'h33;  
    mem_ram[2]  = 8'h22;  
    mem_ram[3]  = 8'h11;  
    mem_ram[4]  = 8'h88;  
    mem_ram[5]  = 8'h77;  
    mem_ram[6]  = 8'h66;  
    mem_ram[7]  = 8'h55;  
    mem_ram[8]  = 8'hef;  
    mem_ram[9]  = 8'hbe;  
    mem_ram[10] = 8'had;  
    mem_ram[11] = 8'hde;  
    mem_ram[12] = 8'he;  
    mem_ram[13] = 8'hba;  
    mem_ram[14] = 8'hfe;  
    mem_ram[15] = 8'hca;  
    mem_ram[16] = 8'h78;  
    mem_ram[17] = 8'h56;  
    mem_ram[18] = 8'h34;  
    mem_ram[19] = 8'h12;  
    mem_ram[20] = 8'hde;  
    mem_ram[21] = 8'hc0;  
    mem_ram[22] = 8'hce;  
    mem_ram[23] = 8'hfa;  
    mem_ram[24] = 8'h55;  
    mem_ram[25] = 8'h55;  
    mem_ram[26] = 8'haa;  
    mem_ram[27] = 8'haa;  
    mem_ram[28] = 8'h21;  
    mem_ram[29] = 8'h43;  
    mem_ram[30] = 8'h65;  
    mem_ram[31] = 8'h87;  
end
initial begin
    for (int i = 20; i < 1024; i++) begin
        mem_ram[i] = 8'h00;
    end
end
    always_ff @(posedge clk or posedge reset) begin
        if (reset) begin
            for (int i = 4; i < 1024; i++) begin
                mem_ram[i] <= 8'h00;
            end
        end else if (mem_write && HSEL2) begin
            mem_ram[address_ram]     <= write_data[7:0];     
            mem_ram[address_ram + 1] <= write_data[15:8];    
            mem_ram[address_ram + 2] <= write_data[23:16];   
            mem_ram[address_ram + 3] <= write_data[31:24];   
        end
    end
    always_ff @(posedge clk) begin
        if (mem_read && HSEL2) begin
            read_data <= { mem_ram[address_ram + 3],
                           mem_ram[address_ram + 2],
                           mem_ram[address_ram + 1],
                           mem_ram[address_ram] };
        end else begin
            read_data <= 32'd0;
        end
    end
endmodule
module Instruction_Memory (
    input  logic        clk,
    input  logic        reset,
    input  logic        HSEL1,
    input  logic        rd_en_rom,
    input  logic [31:0] address_rom,   
    output logic [31:0] instruction
);
    logic [31:0] mem [0:255];   
    initial begin
        for (int i = 0; i < 256; i++) begin
            mem[i] = 32'b0;
        end
        mem[1] = 32'h00208113;  
        mem[2] = 32'h00308193;  
        mem[3] = 32'h0040A203;  
        mem[4] = 32'h0020B423;  
        mem[5] = 32'h003102B3;  
    end
    always_ff @(posedge clk) begin
        if (!reset && HSEL1 && rd_en_rom) begin
            instruction <= mem[address_rom[9:2]];
        end else begin
            instruction <= 32'b0;
        end
    end
endmodule
module slave_glue (
    input  logic        clk,
    input  logic        reset,
    input  logic [31:0] haddr,
    input  logic [31:0] hwdata,
    input  logic [3:0]  hprot,
    input  logic        hwrite,
    output logic        wr_en_ram,
    output logic        rd_en_ram,
    output logic        rd_en_rom,
    output logic [31:0] wr_data_ram,
    output logic [31:0] address_rom,
    output logic [31:0] address_ram,
    output logic        hready_inst,
    output logic        hresp_inst,
    output logic        hresp_data,
    output logic        hready_data
);
    logic [1:0] inst_wait_cnt;
    logic [1:0] data_wait_cnt;
    always_ff @(posedge clk or posedge reset) begin
        if (reset) begin
            wr_en_ram      <= 1'b0;
            rd_en_ram      <= 1'b0;
            rd_en_rom      <= 1'b0;
            wr_data_ram    <= 32'b0;
            address_ram    <= 32'b0;
            address_rom    <= 32'b0;
            hready_inst    <= 1'b1;
            hready_data    <= 1'b1;
            hresp_inst     <= 1'b0;
            hresp_data     <= 1'b0;
            inst_wait_cnt  <= 2'd0;
            data_wait_cnt  <= 2'd0;
        end else begin
            if (haddr[31:24] == 8'hA0 && inst_wait_cnt == 0) begin
                rd_en_rom      <= 1'b1;
                address_rom    <= haddr;
                hready_inst    <= 1'b0;      
                inst_wait_cnt  <= 2'd2;      
            end
            else if (inst_wait_cnt > 0) begin
                inst_wait_cnt <= inst_wait_cnt - 1;
                if (inst_wait_cnt > 1) begin
                    hready_inst <= 1'b0;  
                end
                 else begin
                    hready_inst <= 1'b1;
                end
            end
            if (haddr[31:24] == 8'hB0 && data_wait_cnt == 0) begin
                address_ram    <= {8'h00, haddr[23:0]};
                hready_data    <= 1'b0;      
                data_wait_cnt  <= 2'd2;      
                if (hwrite) begin
                    wr_en_ram   <= 1'b1;
                    wr_data_ram <= hwdata;
                end else begin
                    rd_en_ram   <= 1'b1;
                end
            end
            else if (data_wait_cnt > 0) begin
                data_wait_cnt <= data_wait_cnt - 1;
                if (data_wait_cnt > 1) begin
                    hready_data <= 1'b0;  
                end
                else begin
                    hready_data <= 1'b1;
                end
            end
        end
    end
endmodule
module slave_wrapper (
  input  logic        clk,
  input  logic        reset,
  input logic HSEL1,HSEL2,
  input  logic [31:0] haddr,
  input  logic [31:0] hwdata,
  input  logic [3:0]  hprot,
  input  logic        hwrite,
  input  logic [2:0]  hsize,
  input  logic        is_signed,
  output logic [31:0] instruction,  
  output logic [31:0] load_out,
  output logic        hready_inst,
  output logic        hready_data,
  output logic        hresp_inst,
  output logic        hresp_data
);
  logic        wr_en_ram;
  logic        rd_en_ram;
  logic        rd_en_rom;
  logic [31:0] wr_data_ram;
  logic [31:0] address_rom;
  logic [31:0] address_ram;
  logic [31:0] read_data;
  logic [31:0] store_out; 
    logic [31:0]y;
  slave_glue slave_glue_logic (
    .clk(clk),
    .reset(reset),
    .haddr(haddr),
    .hwdata(hwdata),
    .hprot(hprot),
    .hwrite(hwrite),
    .wr_en_ram(wr_en_ram),
    .rd_en_ram(rd_en_ram),
    .rd_en_rom(rd_en_rom),
    .wr_data_ram(wr_data_ram),
    .address_rom(address_rom),
    .address_ram(address_ram),
    .hready_inst(hready_inst),
    .hready_data(hready_data),
    .hresp_inst(hresp_inst),
    .hresp_data(hresp_data)
  );
  Data_Memory data_memory (
    .clk(clk),
    .mem_write(wr_en_ram),
    .mem_read(rd_en_ram),
    .address_ram(address_ram),
    .write_data(wr_data_ram),
    .read_data(load_out),
    .HSEL2(HSEL2)
  );
  Instruction_Memory instruction_memory (
    .clk(clk),
    .reset(reset),
    .HSEL1(HSEL1),
    .rd_en_rom(rd_en_rom),
    .address_rom(address_rom),
    .instruction(instruction)
  );
endmodule
```
**run.sh**
```bash
#!/bin/bash
# OpenROAD 26Q1-2900-gdf79404cd8, Yosys 0.63+post, stock flow scripts
make -C /OpenROAD-flow-scripts/flow DESIGN_CONFIG=/design/flow/config.mk WORK_HOME=/design/flow/orfs finish
```
**config.mk**
```make
export PLATFORM = sky130hd
export DESIGN_NAME = slave_wrapper
export DESIGN_NICKNAME = slave_wrapper
export VERILOG_FILES = /design/flow/design.v
export SDC_FILE = /design/flow/constraint.sdc
export NUM_CORES = 4
export LEC_CHECK = 1
export CORE_UTILIZATION = 50
export SYNTH_HDL_FRONTEND = slang
export SYNTH_MEMORY_MAX_BITS = 65536
```
**constraint.sdc**
```tcl
current_design slave_wrapper

set clk_period 2.2
set clk_io_pct 0.2

create_clock -name clk0 -period $clk_period [get_ports {clk}]

set non_clock_inputs [all_inputs -no_clocks]
set_input_delay [expr $clk_period * $clk_io_pct] -clock clk0 $non_clock_inputs
set_output_delay [expr $clk_period * $clk_io_pct] -clock clk0 [all_outputs]
```
==> out/results.env <==
SYNTH_CELLS=149
YOSYS-STAT-AREA_UM2=1539
SYNTH_FLOPS=27
MAX_CLOCK_FREQ_MHz=505.9
CRIT_PATH_CELL_TRACE='clkdlybuf4s50_1 > or4_4 > nor4b_4 > buf_4 > mux2_2'
GR-TOTAL-OVERFLOW=0
SETUP_VIOL_COUNT_FINAL=0
TIMING.CRITICAL_PATH.REQUIRED_PS=2410
CLK_TRANSITION_REPORTED_PATHS_PS=140
POST_CTS_RESIZE_COUNT=0
TOTALNEGATIVESETUPSLACK_PS=0
SYNTHTOPCELLSBYCOUNT='buf_4 (54), dfrtp_1 (13), dfxtp_1 (12)'
WORST_PATH_MAX_DELAY_CELL='or4_4'
DRC=0
ROUTE.DETAILED.VIAS_PER_INST=4.398
CP-START-KIND='primary input'
DIE_W_UM=57.48
GRT_ANTENNA_BEFORE_REPAIR=0
COMB_POWER_SHARE_PCT=28.3
POST_CTS_HOLD_BUFFER_COUNT=0
DRIVE_GT1_SHARE_PCT=10.27
POWER_LEAKAGE_nW=0.8315
POST-SYNTH-TOP-COUNT-CELL='buf_4'
POST-ROUTE-PERIOD-UTIL_PCT=89.84
CRIT_PATH_MAX_INCR_DELAY_PS=550
DP_HPWL_UM=1662
SYNTH_AREA_UM2=1539
REPORT.FINAL.SLEW_VIOL_COUNT=0
SYNTH_TOP_FLOP_CELL='dfrtp_1'
YOSYS-TOP-CELLS-AREA='buf_4 (26%), dfrtp_1 (21%), dfxtp_1 (16%)'
SYNTH.TOP_CELL.AREA_SHARE_PCT=26.34
GRT_MAX_DEGREE=16
VIAS_IN_THE_FIRST_GLOBAL_ROUTE=811
SYNTH-EDFF-COUNT=0
FLOORPLAN.DIE_AREA_UM2=3304
POST_CTS.REPAIR.SETUP_BUFFERS=0
CLOCK-SINKS=27
YS.WARNINGS.COUNT=3
INTERNAL_POWER_mW=0.8296
FINCLKSKEW_PS=3.476
DR.PASS1.ITERS=18
TOTAL_OF_BUFFERS_PLACED_ON_INPUT_AND_OUTPUT_PORTS=35
POWER.SHARE.SEQUENTIAL_PCT=53.9
FINAL_PERIOD_MINUS_WORST_SETUP_SLACK_PS=1977
HTREEDEPTH=1
WORST-ENDPOINT-ARRIVAL_PS=2190
MIN_PATH_TYPE='reg2reg'
OUTCOME='finished, final reports clean'
YOSYS.CELL_TYPES.COUNT=29
UNREPAIRED_SETUP_ENDPOINTS_AFTER_GLOBAL_ROUTING='no'
DRV_CAP=0
INITIAL_UTILIZATION_PCT=54.40
CRIT_PATH_MAX_FANOUT=9
POWER-PER-CELL-AREA_nW_PER_UM2=660.8
CLOCKPOWERSHARE_PCT=17.8
FINAL.FILL_COUNT=233
ROOT_BUFFER_MASTER='clkbuf_4'
IO-PIN-COUNT=145
SYN2LAYOUT_AREA_GROWTH_PCT=13.74
WL_PER_CELL_UM=9.352
ENDPOINT_KIND='flip-flop'
SWITCHING_POWER_mW=0.3270
CTS_TREE='yes'
WORST-SETUP-PATH-TYPE='in2reg'
PLACE.DETAILED.INSTANCES=212
NUM_ANTENNA_CELLS=0
YOSYS.AREA.TOP_TYPE='buf_4'
ANTENNA_LEFT=0
MULTIINPUTGATEAREA_UM2=668.1
TRITONCTS.NUM_BUFFERS=3
DETAILEDROUTE.FIRSTITERATIONVIOLATIONS=18
VDD_IR_DROP_MAX_uV=483.4
CORE-AREA_UM2=2829
HOLD_VIOL_FINAL=0
POWER_SWITCHING_SHARE_PCT=28.28
PLACEMENT_ROWS=19
SYNTHARSTFLOPSHARE_PCT=55.56
GRT_PASS1_WL_UM=3477
AVGSYNTHCELLAREA_UM2=10.33
CTS_BUFFER_DEPTH=2
SYNTH-CELLS-YOSYS=149
ROUTABILITYCONGESTION=0.7117
DETAIL_ROUTE.WIRELENGTH_UM=2020
CLOCK.LATENCY.LATE_PIN_PS=310
WARNING_COUNT=91
GRT_UTIL_ALL_LAYERS_PCT=13.69
YS_SEQ_SHARE_PCT=40.16
AREA.SEQUENTIAL_UM2=618.1
FINALNONFILLERCELLS=216
DETAILROUTE.VIA_COUNT=950
DIE_HEIGHT_UM=57.48
==> power by group through the flow <==
stage	clock network [mW]	registers, mW	logic [mW]
after CTS	0.217	0.624	0.331
after global routing	0.241	0.635	0.394
final	0.206	0.623	0.327
==> critical path, delay by kind of cell <==
kind                   cells  cell delay [ps]
AND/OR/NAND/NOR            2              800
buffers and inverters      2              600
multiplexers               1              340
==> per-stage QoR <==
stage               hold WS [ps]  instance area, µm²  total power, mW  setup slack (ps)  utilization, %
floorplan                  348.3                1727           0.9020             225.1               -
global placement           405.6                1724           0.9467            -112.6           60.95
detailed placement         415.3                1724           0.9624            -135.4           60.95
CTS                        427.8                1750            1.171             224.1           61.88
global route               446.1                1750            1.271             221.3           61.88
finish                     434.4                1750            1.157             223.5           61.88
==> final timing paths <==
kind,startpoint,end,slack [ps],depth (start not counted)
max,haddr[25],slave_glue_logic.address_rom[9],220,5
min,slave_glue_logic.inst_wait_cnt[1],slave_glue_logic.hready_inst,430,1
max reg2reg,slave_glue_logic.inst_wait_cnt[0],slave_glue_logic.address_rom[9],600,5
min reg2reg,slave_glue_logic.inst_wait_cnt[1],slave_glue_logic.hready_inst,430,1
max in group asynchronous,reset,slave_glue_logic.hready_data,1470,3
min in group asynchronous,reset,slave_glue_logic.inst_wait_cnt[1],480,3
==> state kept, by name, indices dropped and copies added, names as in the netlist <==
signal	count
instruction_memory.instruction	12
slave_glue_logic.address_rom	8
slave_glue_logic.data_wait_cnt	2
slave_glue_logic.inst_wait_cnt	2
slave_glue_logic.hready_data	1
slave_glue_logic.hready_inst	1
slave_glue_logic.rd_en_rom	1
==> cell usage in the layout (no fill, tap or decap), drive strengths merged, types with 2 or more instances in the layout <==
cell type and count:
clkbuf 4, buf 3, nand2 2, inv 7, nor2 6, a211oi 2
dfstp 2, nand2b 3, clkdlybuf4s50 35, mux2i 4, a21oi 5, conb 51
mux2 8, nor2b 3, dfrtp 13, o21ai 5, dfxtp 12, ha 9
==> layer usage <==
layer	GRT usage, %	wire length [µm]
met5	0	0
met4	1.742	16
met3	2.759	220
met2	23.42	947
met1	19.09	836
==> layout make-up <==
type	count	share of cell area (%)
Multi-Input combinational cell	109	38.17
Sequential cell	27	35.31
Timing Repair Buffer	38	21.30
Tap cell	31	2.216
Clock buffer	4	1.501
Inverter	7	1.501
==> cells by family after synthesis <==
logic type      share of synthesized area (%)
compound gates                          4.715
fa+ha+maj                               7.317
buf+inv                                 28.62
flops                                   40.16
mux                                     8.456
other cells                            0.2437
simple gates                            10.49
Power and IR drop assume default switching activity.

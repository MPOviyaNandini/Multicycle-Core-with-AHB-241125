**./run.sh**
```bash
#!/bin/bash
# OpenROAD 26Q1-2900-gdf79404cd8, Yosys 0.63+post, stock flow scripts
make -C /OpenROAD-flow-scripts/flow DESIGN_CONFIG=/design/flow/config.mk WORK_HOME=/design/flow/orfs finish
```
**./config.mk**
```make
export PLATFORM = sky130hd
export DESIGN_NAME = ahb_interconnect
export DESIGN_NICKNAME = ahb_interconnect
export VERILOG_FILES = /design/flow/design.v
export SDC_FILE = /design/flow/constraint.sdc
export NUM_CORES = 4
export LEC_CHECK = 1
export CORE_AREA = 10 10 105 105
export DIE_AREA = 0 0 115 115
```
**./constraint.sdc**
```tcl
current_design ahb_interconnect

set clk_period 10.2
set clk_io_pct 0.2

create_clock -name clk0 -period $clk_period

set non_clock_inputs [all_inputs -no_clocks]
set_input_delay [expr $clk_period * $clk_io_pct] -clock clk0 $non_clock_inputs
set_output_delay [expr $clk_period * $clk_io_pct] -clock clk0 [all_outputs]
```
**./design.v**
```verilog
module ahb_dec (
    input  logic [31:0] haddr,
    output logic        HSEL1,
    output logic        HSEL2,
    output logic        muxsel 
);
always_comb begin
    HSEL1  = 1'b0;
    HSEL2  = 1'b0;
    muxsel = 1'b0;
    if(haddr[31:24]== 8'hA0)begin
            HSEL1  = 1'b1;
            muxsel = 1'b1;   
    end
    else if(haddr[31:24]== 8'hB0) begin
            HSEL2  = 1'b1;
            muxsel = 1'b0;    
    end
end
endmodule
module ahb_interconnect (
  input  logic [31:0] haddr,            
  input  logic [31:0] hrdata_inst,      
  input  logic [31:0] hrdata_data,      
  input  logic        hready_inst,      
  input  logic        hready_data,      
  input  logic        hresp_inst,       
  input  logic        hresp_data,       
  input  logic [1:0]  htrans,
  input  logic        hwrite,
  input  logic [2:0]  hsize,
  input  logic [3:0]  hprot,
  input  logic [31:0] hwdata,
  input  logic        is_signed,
  output logic [31:0] hr_data,          
  output logic        hready,           
  output logic        hresp,            
  output logic        HSEL1,            
  output logic        HSEL2,            
  output logic muxsel,
  output logic        Hwrite,
  output logic [2:0]  Hsize,
  output logic [3:0]  Hprot,
  output logic [31:0] Hwdata,
  output logic        Is_signed,
  output logic [31:0] Haddr
);
  ahb_dec dec_inst (
    .haddr (haddr),      
    .HSEL1   (HSEL1),
    .HSEL2   (HSEL2),
    .muxsel  (muxsel)
  );
  ahb_mux mux_inst (
    .hready_inst (hready_inst),
    .hready_data (hready_data),
    .hresp_inst  (hresp_inst),
    .hresp_data  (hresp_data),
    .hrdata_inst (hrdata_inst),
    .hrdata_data (hrdata_data),
    .muxsel      (muxsel),
    .hr_data     (hr_data),
    .hready      (hready),
    .hresp       (hresp)
  );
  assign Hwrite     = hwrite;
  assign Hsize      = hsize;
  assign Hprot      = hprot;
  assign Hwdata     = hwdata;
  assign Is_signed  = is_signed;
  assign Haddr      = haddr;
endmodule
module ahb_mux (
    input  logic        hready_inst, hready_data, hresp_inst, hresp_data,
    input  logic [31:0] hrdata_inst, hrdata_data,
    input  logic        muxsel,   
    output logic [31:0] hr_data,
    output logic        hready,
    output logic        hresp
);
    always_comb begin
        if (muxsel) begin
            hr_data = hrdata_inst;
            hready  = hready_inst;
            hresp   = hresp_inst;
        end else begin
            hr_data = hrdata_data;
            hready  = hready_data;
            hresp   = hresp_data;
        end
    end
endmodule
```
==> results_dict.tcl <==
# metrics dict for downstream scripts
set metrics [dict create \
    power_density_mw_per_mm2 30.0 \
    synth.distinct_cells 9 \
    avgSynthCellArea_um2 10.1 \
    comb_area_um2 554 \
    drc 0 \
    fillCellCount 938 \
    grt_antenna_before_repair 0 \
    cpPeakStageDelay_ns 0.48 \
    ir_worst_vdd_mv 0.00666 \
    power_leakage_nw 0.714 \
    crit_cells 6 \
    n_antenna_cell 0 \
    yosys-top-cells-area "buf_4 47%, mux2_4 38%, buf_12 5.1%" \
    grt_max_degree 35 \
    dp_hpwl_um 3740 \
    portBuffers 121 \
    grt_usage_pct 5.17 \
    ys_cells 117 \
    fmax_ghz 0.154 \
    synth_top_cell_by_count "buf_4" \
    yosysSeqAreaShare_pct 0 \
    crit_buf_inv 3 \
    firstDrtPassIters 2 \
    synth_top_area_share_pct 47.1 \
    p_total_uw 57.3 \
    cts_setup_buffers 0 \
    end_kind "primary output" \
    rows 34 \
    seq_cells 0 \
    vias_per_cell 3.42 \
    design_area_mm2 0.00191 \
    top_area_cell "buf_4" \
    max_slew_margin_pct 59.2 \
    core_mm2 0.00876 \
    syn-cell-area_mm2 0.00118 \
    die_h_um 115 \
    worst_pin_slew_ns 0.612 \
    post_route_cells_drive_above_1_share_pct 23.6 \
    period_used_pct 63.7 \
    worstPathMaxFanout 34 \
    chipArea_mm2 0.0132 \
    warnings 34 \
    ant_nets 0 \
    dr.first_iter.drc_count 33 \
    fin_setup_tns_ns 0 \
    postCtsHoldBufs 0 \
    grt_pass1_wl_um 5440 \
    nClkBuffers 0 \
    max_cap_violations 0 \
    gp_congestion 0.701 \
    setup_viol 0 \
    crit_required_ns 8.16 \
    routed_wl_um 4180 \
    postSynthCellCount 117 \
    critPathKind "in2out" \
    yosysWarnings 2 \
    min_path_type "in2out" \
    fin_crit_ns 6.50 \
    path_cells "clkdlybuf4s50_1 > nor4_4 > and4b_2 > buf_4 > mux2_2 > clkdlybuf4s50_1" \
    rsz0062_at_grt "false" \
    maxSlewViolCount 0 \
    ctsResizeCount 0 \
    io_pins 253 \
    worst_path_most_repeated_cell "clkdlybuf4s50_1" \
    critPathLaunch "haddr[27]" \
    fp-utilization_pct 13.5 \
    grt_overflow 0 \
    first_global_vias 930 \
    yosys_area_mm2 0.00118 \
    flop_area_um2 0 \
    endpoint "hresp" \
    hold_slack_ns 4.08 \
    cp-start-kind "primary input" \
    placed_area_mm2 0.00191 \
    status "complete, no violations" \
    die_w_um 115 \
    worstPathArrival_ns 4.46 \
    hold_viol_final 0 \
    crit_slowest_cell "buf_4" \
    wl_per_cell_um 15.5 \
    crit_family "buffers and inverters" \
    top_cells_by_count "74 x buf_4, 30 x mux2_4, 4 x mux2_2, 3 x buf_12, 2 x and4b_1" \
    areaGrowthSynthToFinish_pct 61.7 \
    vias 919 \
]
[power breakdown]
part / switching (mW) / internal [mW]
Combinational: 0.00908 / 0.0482
Clock: 0 / 0
Sequential: 0 / 0
Total: 0.00908 / 0.0482
[through the flow]
| step | std cells | setup WS, ns | utilization [%] |
|---|---|---|---|
| CTS | 269 | 3.65 | 21.8 |
| finish | 269 | 3.70 | 21.8 |
| global placement | 269 | 3.68 | 21.8 |
| detailed placement | 269 | 3.65 | 21.8 |
| floorplan | 117 | 5.07 | - |
| global route | 269 | 3.54 | 21.8 |
[layout make-up]
| class | count | share of cell area (%) |
|---|---|---|
| repair buffers | 122 | 63.9 |
| multi-input cells | 39 | 29.0 |
| well taps | 108 | 7.08 |
[metal layers]
metal  up-vias  GRT usage [%]  wire length [um]
met1       391           5.63              1480
met3        24           3.38               910
met4         0           1.98               152
li1        404              -                 -
met5         -              0                 0
met2       100           7.88              1640
[worst min path at each step]
stage / startpoint / end / slack, ns / cells after the start
CTS: haddr[0] / Haddr[0] / 4.08 / 0
global route: haddr[17] / Haddr[17] / 4.08 / 0
finish: haddr[10] / Haddr[10] / 4.08 / 0
[placed cells by master (no fill, tap or decap)]
cell type and count:
and4_2 1, clkdlybuf4s50_1 121, nor2b_1 1, and4b_1 1
buf_4 1, mux2_4 30, and4b_2 1, nor4_4 1
mux2_2 4
[cell families after synthesis]
group,Yosys count,synth area share [%]
simple gates,5,4.88
mux,34,42.0
buf+inv,78,53.1
